==> design/flow/design.v <==
module shift_reg #(parameter N = 9) (
    input clk,
    input [N-1:0]par_in,
    input ser_in,
    input load,
    output reg [N-1:0]par_out,
    output ser_out
);
initial begin
    par_out = {{N{1'b1}}};
end
always @(posedge clk) begin
    if(load) par_out <= par_in;
    else par_out <= {ser_in, par_out[N-1:1]};
end
assign ser_out = par_out[0];
endmodule
module uart(
    input           clk,
    input   [7:0]   tx_data,
    input           start_tx,
    output          tx_ready,
    output          tx
);
logic           brr_clk;
logic           brr_clk_p;
logic           brr_clk_n;
logic   [31:0]  baud_counter_clk;
logic    [31:0] baud;
initial begin
    brr_clk     = 0;
    brr_clk_p   = 0;
    brr_clk_n   = 0;
    baud_counter_clk = 0;
    baud = 2;;
end
always_ff @(posedge clk) begin
    if(baud == 32'h00000000) begin 
        brr_clk_p <= ~brr_clk_p;
    end
    else begin
        if(baud_counter_clk == baud) begin
            brr_clk_p <= ~brr_clk_p;
            baud_counter_clk <= 0;
        end
        else begin
            baud_counter_clk <= baud_counter_clk + 1;
        end
        if(baud % 2 != 0) begin
            if(baud_counter_clk == baud/2)
                brr_clk_p <= ~brr_clk_p;
        end
    end
end
always_ff @(negedge clk) begin
    if(baud == 32'h00000000) begin
        brr_clk_n <= ~brr_clk_n;
    end
    else begin
        if(baud % 2 == 0) begin
            if(baud_counter_clk == baud/2)
                brr_clk_n <= ~brr_clk_p;
        end
    end
end
always @* begin
    brr_clk <= ~(brr_clk_p ^ brr_clk_n);
end
logic [3:0]tx_counter;  
logic [8:0]tx_send;
logic load = 0;
logic is_need_start_tx;
logic tx_is_started;
shift_reg shift_reg_tx(.clk(brr_clk), 
    .par_in(tx_data[8:0]),
    .ser_in(1'b1),
    .load(load),
    .ser_out(tx));
initial begin
    tx_counter = 0;
    is_need_start_tx = 0;
    tx_is_started = 0;
    tx_send = 9'b111111111;
end
assign tx_ready = !tx_is_started;
always @(posedge brr_clk) begin
    if(is_need_start_tx) begin
        tx_send <= {tx_data, 1'b0};
        load <= 1;
        tx_is_started <= 1;  
    end
    if(tx_is_started) begin
        if(tx_counter == 0) begin
            tx_counter <= tx_counter + 1;
            load <= 0;
        end
        else if(tx_counter == 1) begin
                load <= 0;
                tx_counter <= tx_counter + 1;
        end
        else if(tx_counter == 9) begin
            tx_counter <= 0;
            tx_is_started <= 0;  
        end
        else begin
            tx_counter <= tx_counter + 1;
            load <= 0;
        end
    end
    else begin  
        is_need_start_tx <= start_tx;
    end
end
endmodule
==> design/flow/run.sh <==
#!/bin/bash
# OpenROAD 26Q1-2900-gdf79404cd8, Yosys 0.63+post, stock flow scripts
make -C /OpenROAD-flow-scripts/flow DESIGN_CONFIG=/design/flow/config.mk WORK_HOME=/design/flow/orfs finish
==> design/flow/config.mk <==
export PLATFORM = sky130hd
export DESIGN_NAME = uart
export DESIGN_NICKNAME = uart
export VERILOG_FILES = /design/flow/design.v
export SDC_FILE = /design/flow/constraint.sdc
export NUM_CORES = 4
export LEC_CHECK = 1
export CORE_UTILIZATION = 30
==> design/flow/constraint.sdc <==
current_design uart

set clk_period 7.2
set clk_io_pct 0.2

create_clock -name clk0 -period $clk_period [get_ports {clk}]

set non_clock_inputs [all_inputs -no_clocks]
set_input_delay [expr $clk_period * $clk_io_pct] -clock clk0 $non_clock_inputs
set_output_delay [expr $clk_period * $clk_io_pct] -clock clk0 [all_outputs]
==> impl_metrics.yaml <==
# synthesis and place-and-route metrics
timing:
  finalHoldViolations: 0
  timing.clock.skew_ns: 0.0590
  worst_slack_ns: 2.28
  report.final.slew_viol_count: 0
  worst_slew_pin_slew_ns: 0.589
  rsz0062_at_grt: "false"
  unclocked_regs: 15
  setup_total_negative_slack_ns: 0
  tightest_slew_margin_relative_to_the_limit_pct: 60.5
  setup_viol: 0
  untimed_endpoints: 22
setup_path:
  slowest_delay_ns: 0.37
  worstPathCellList: "nor4_1 > nand4_1 > nor3_1"
  reg2reg_from: "baud_counter_clk[12]"
  critical_path_required_ns: 3.63
  path_class: "flop to flop"
  timing.critical_path.to_type: "flop"
  endpoint: "brr_clk_n"
  rrSetupSlack_ns: 2.28
  worst_ep_arrival_time_ns: 1.35
  r2r_cell_count: 3
  critical_path_peak_fanout: 5
  worst_r2r_endpoint: "brr_clk_n"
  cp_startpoint: "baud_counter_clk[12]"
  cp_slowest_cell: "dfxtp_1"
  worst_setup_path_start_kind: "flop"
global_routing:
  grt_start_max_net_pins: 16
  grt_first_pass_wirelength_mm: 4.98
  grt_usage_pct: 8.64
  via_count_of_the_first_global_routing_pass: 1139
  global_route.overflow_total: 0
  grt_antenna_before_repair: 0
pwr:
  ir_drop_mv: 0.122
  power_density_nw_per_um2: 147
  cellLeakagePower_nw: 0.830
logic_synthesis:
  cell_types_occupying_the_most_area_after_synthesis: "dfxtp_1, edfxtp_1, xnor2_1"
  cell_count_listed_in_synth_stat_txt: 183
  post_synth_instance_area_um2: 2000
  postSynthRegisterBits: 49
  yosysSeqAreaShare_pct: 52.5
  flip_flops_with_a_built_in_enable: 7
  yosysTopAreaCellShare_pct: 42.0
  synth_top_flop_cell: "dfxtp_1"
  synth.distinct_cells: 26
  synth_area_per_inst_um2: 10.9
  ys_warn_count: 3
  synth.top_cells.by_count: "dfxtp_1, xnor2_1, nor2_1"
  post-synth-top-area-cell: "dfxtp_1"
  synth_dominant_cell_count: "dfxtp_1"
  postSynthCellCount: 183
  synth-area-yosys_um2: 2000
  postSynth.asyncResetShare_pct: 0
placed_design:
  numPortBuffers: 11
  place.gp.congestion: 0.790
  pre_cts_ws_ns: 2.23
  place_hpwl_mm: 2.07
drt:
  drc: 0
  via_count: 1227
  ant_cells: 0
  drt_pass_1_iters: 4
  route.final.wire_length_mm: 2.85
  drt.antenna.violating_nets: 0
  drt_iter0_drc: 9
  vias_per_cell: 4.40
  wl_per_cell_um: 10.2
final_layout:
  flop_area_um2: 1050
  layout-drive-gt1-share_pct: 10.9
  area.growth.synth_to_final_pct: 15.1
  combGateArea_um2: 908
  fillerInstances: 630
cts:
  cts_repair_resize_count: 0
  cts-hold-fix-buffers: 0
  numCtsBuffers: 5
  postCtsSetupRepairBufs: 0
  cts.root.buffer_cell: "clkbuf_8"
  clock_tree.buffer_depth: 2
  htree_levels: 2
  clock_insertion_delay_worst_skew_ns: 0.34
  clock_tree_from_tritoncts: "yes"
  clkTransAtPathRegs_ns: 0.07
worst_hold_path:
  hold_path_startpoint: "baud_counter_clk[31]"
  worst_hold_path_type: "flop to flop"
floorplanning:
  ioPinCount: 12
  rows: 29
  chip_height_um: 83.7
  initCoreUtil_pct: 31.3
  coreArea_um2: 6390
  dieWidth_um: 83.7
  fp.dieArea_um2: 7000
flow_run:
  maxCapViolations: 0
  number_of_warnings_in_the_stage_logs: 31
run_status:
  status: "finished clean"
-- worst min path at each step --
stage	end	slack (ns)	cells after the start
finish	baud_counter_clk[31]	0.48	1
global route	baud_counter_clk[31]	0.51	1
CTS	baud_counter_clk[31]	0.48	1
-- flip-flops by register name (all words and copies together) (netlist names) --
name / flops
shift_reg_tx.par_out: 8
brr_clk_n: 1
tx_is_started: 1
tx_counter: 4
load: 1
baud_counter_clk: 32
is_need_start_tx: 1
brr_clk_p: 1
-- cell families (layout without fill, tap and decap cells) --
| family | Yosys count | count (layout) | share of synthesized area [%] |
|---|---|---|---|
| AOI/OAI and AO/OA | 4 | 4 | 1.19 |
| xor gates and xnor gates | 32 | 32 | 14.0 |
| adders and majority gates | 6 | 6 | 3.75 |
| buffers and inverters | 11 | 30 | 2.06 |
| DFF | 49 | 49 | 52.5 |
| muxes | 8 | 8 | 4.50 |
| and+or+nand+nor | 73 | 73 | 22.0 |
-- layout make-up --
class | instances | area share [%]
clock buffers | 6 | 3.59
clock inverters | 3 | 0.543
inverters | 9 | 1.47
multi-input cells | 123 | 39.5
flip-flops and latches | 49 | 45.7
well taps | 77 | 4.18
repair buffers | 12 | 5.11
-- metal layers --
| metal | global-route usage (%) | routed length [um] | up-vias |
|---|---|---|---|
| met5 | 0 | 0 | - |
| met4 | 0.924 | 31 | 0 |
| met3 | 1.81 | 74 | 3 |
| met2 | 13.4 | 1200 | 8 |
| met1 | 13.4 | 1540 | 548 |
| li1 | - | - | 668 |
-- cell usage in the layout, fill, tap and decap left out, types with 2 or more instances in the layout --
cell type / count
inv_1: 11
nand4_1: 12
nand2_1: 12
nand2b_1: 2
nor3_1: 4
clkdlybuf4s50_1: 11
ha_1: 6
mux2_2: 8
nor2_1: 13
edfxtp_1: 7
clkbuf_8: 6
xor2_1: 8
a21oi_1: 2
xnor2_1: 24
and4_1: 2
nor4_1: 7
dfxtp_1: 42
nand3_1: 11
and3_1: 3
nor4_4: 2
-- metrics by stage --
step                      util, %  area, um2  cells  total power [mW]  hold WS, ns
after floorplan                 -       2000    183             0.196        0.434
after global placement       34.6       2210    271             0.201        0.462
after detailed placement     34.6       2210    271             0.201        0.466
after CTS                    36.1       2300    279             0.343        0.476
after global routing         36.1       2300    279             0.350        0.513
final                        36.1       2300    279             0.339        0.477
-- power breakdown --
group / leakage [nW] / total [mW] / switching [mW] / internal [mW]
Clock: 0.0577 / 0.144 / 0.0677 / 0.0764
Combinational: 0.358 / 0.00492 / 0.000536 / 0.00438
Sequential: 0.414 / 0.190 / 0 / 0.190
Total: 0.830 / 0.339 / 0.0682 / 0.270
-- worst max-delay path, delay by kind of cell, from the launching register on --
kind	cells	cell delay (ns)
flip-flops	1	0.37
AND/OR/NAND/NOR	3	0.69
Power figures rest on the tool's default switching activity, not on a simulated workload.
