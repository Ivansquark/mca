==> flow/design.v <==
module transmit_fsm(
    input               clk,
    input               tx_ready,
    input        [15:0] ram_in,
    output logic        start_tx,
    output logic [9:0]  ram_addr,
    output logic [7:0]  tx_data
);
logic [31:0] counter;
logic is_high_byte;
logic [7:0] start_sequence[0:5];
logic [1:0]wait_counter;
initial begin
    counter = 0;
    is_high_byte = 0;
    start_sequence[0] = "l";
    start_sequence[1] = "a";
    start_sequence[2] = "u";
    start_sequence[3] = "n";
    start_sequence[4] = "c";
    start_sequence[5] = "h";
end
always_ff @(posedge clk) begin
    if(tx_ready) begin
        if(counter == (6 + 1024)) begin
            counter <= 0;
            ram_addr <= 0;
        end
        else begin
            if(wait_counter != 1) wait_counter = wait_counter + 1;
            else begin
                wait_counter = 0;
                if(counter < 6) begin
                    tx_data <= start_sequence[counter];
                    counter = counter + 1;
                end
                else begin
                    if(is_high_byte) begin
                        is_high_byte <= 0;
                        tx_data <= ram_in[7:0];
                        counter <= counter + 1;
                        ram_addr <= counter;
                    end
                    else begin
                        is_high_byte <= 1;
                        tx_data <= ram_in[15:8];
                    end
                end
                start_tx <= 1;
            end
        end   
    end
    else start_tx <= 0;
end
endmodule
==> flow/run.sh <==
#!/bin/bash
# OpenROAD 26Q1-2900-gdf79404cd8, Yosys 0.63+post, stock flow scripts
make -C /OpenROAD-flow-scripts/flow DESIGN_CONFIG=/design/flow/config.mk WORK_HOME=/design/flow/orfs finish
==> flow/config.mk <==
export PLATFORM = sky130hd
export DESIGN_NAME = transmit_fsm
export DESIGN_NICKNAME = transmit_fsm
export VERILOG_FILES = /design/flow/design.v
export SDC_FILE = /design/flow/constraint.sdc
export NUM_CORES = 4
export LEC_CHECK = 1
export CORE_UTILIZATION = 40
==> flow/constraint.sdc <==
current_design transmit_fsm

set clk_period 10.1
set clk_io_pct 0.2

create_clock -name clk0 -period $clk_period [get_ports {clk}]

set non_clock_inputs [all_inputs -no_clocks]
set_input_delay [expr $clk_period * $clk_io_pct] -clock clk0 $non_clock_inputs
set_output_delay [expr $clk_period * $clk_io_pct] -clock clk0 [all_outputs]
==> impl_metrics.json <==
{
  "design_power_total_w": 0.000414,
  "critPathLaunchType": "input pin",
  "stage_delay_of_the_slowest_cell_on_the_critical_path_ps": 480,
  "power_per_cell_area_nw_per_um2": 127,
  "switching_part_of_the_total_pct": 22.2,
  "timing.final.crit_period_ps": 3250,
  "clk_root_buffer_cell": "clkbuf_8",
  "worstHoldPathCells": 1,
  "routability_congestion_estimate_from_global_placement": 0.782,
  "synth_seq_share_pct": 58.4,
  "p_int_w": 0.000322,
  "cp_arrival_ps": 3220,
  "reg2reg_to": "counter[13]",
  "clock_path_buffers": 2,
  "worst_ir_drop_vdd_mv": 0.0521,
  "cts.repair_timing.setup_buffer_count": 0,
  "overflow_left_after_global_routing": 0,
  "pin_count_of_the_biggest_net_entering_global_routing": 33,
  "comb_power_share_pct": 7.3,
  "power_leakage_nw": 1.13,
  "r2r.worst_path.cells": 5,
  "synth_cells": 227,
  "ant_nets": 0,
  "fmax_mhz": 308,
  "final-hold-violation-count": 0,
  "layout-drive-gt1-share_pct": 7.75,
  "top_cells_by_area": "edfxtp_1 58%, xor2_1 6.7%, nor4_1 3.4%",
  "syn_avg_cell_area_um2": 12.1,
  "routed-via-count": 1783,
  "fraction_of_power_consumed_by_the_clock_network_pct": 29.9,
  "layout_worst_path_cycle_share_pct": 32.2,
  "hold_path_startpoint": "start_tx",
  "tightest_slew_ps": 608,
  "synth_cell_type_count": 36,
  "grt.total_usage_pct": 14.9,
  "setup.worst_path.class": "input pin to flop",
  "final.setup.tns_ps": 0,
  "count_of_standard_cell_rows": 29,
  "fp_util_pct": 42.5,
  "cts.repair.resized": 0,
  "drtIter0Drc": 72,
  "placedInstanceArea_um2": 3160,
  "synth-area-yosys_um2": 2760,
  "outcome": "finished clean",
  "synth_warnings": 1,
  "rsz_0062_raised_after_global_routing": "no",
  "worst_setup_hold_path_clk_slew_ps": 100,
  "post_cts_hold_buffer_count": 0,
  "critical_path_required_ps": 10070,
  "final_max_slew_viol_count": 0,
  "regToRegStartpoint": "counter[8]",
  "core_area_um2": 6490,
  "worst_hold_slack_ps": 481,
  "htree_num_levels": 2,
  "route.detailed.drc": 0,
  "synth_async_reset_ratio_pct": 0,
  "ys_dominant_reg_cell": "edfxtp_1",
  "chipHeight_um": 85.0,
  "detail_route.vias_per_cell": 5.32,
  "maxSlewHeadroom_pct": 59.3,
  "syn_area_um2": 2760,
  "seq_pwr_share_pct": 62.8,
  "r2r_slack_ps": 7370,
  "cp_cell_sequence": "clkdlybuf4s50_1 > inv_1 > a221oi_4 > buf_4",
  "drtPass1Iterations": 4,
  "hpwl_um": 3270,
  "timing.clock.skew_ps": 5.47,
  "die_width_um": 85.0,
  "area_growth_pct": 18.0,
  "netSwitchingPower_w": 0.0000922,
  "timing.critical_path.to_type": "flop",
  "post-synth-top-count-cell": "edfxtp_1",
  "synth-edff-count": 53,
  "vias_in_the_first_global_route": 1682,
  "place.port_buffers": 36,
  "hold_class": "flop to flop",
  "synth_area_leader_cell": "edfxtp_1",
  "cts_num_sinks": 54,
  "wl_um": 4760,
  "post-route-cell-area_um2": 3250,
  "floorplan.die_area_um2": 7230,
  "drv_cap": 0,
  "synth.top_cell.area_share_pct": 57.7,
  "global_route_wire_length_before_repair_um": 8050,
  "warnings": 27,
  "holdPathEnd": "start_tx",
  "number_of_antenna_violations_at_the_first_check_in_global_routing": 0,
  "clock_latency_ps": 310,
  "yosys_cells": 227,
  "routed_wire_length_per_instance_um": 14.2,
  "cts_tree": "done",
  "setup_violations": 0,
  "cp_slowest_cell": "clkdlybuf4s50_1",
  "top_cell_types_by_occurrence_after_synthesis": "53 x edfxtp_1, 21 x xor2_1, 20 x nor2_1, 15 x nor4_1",
  "antenna_cells_inserted": 0,
  "numCtsBuffers": 5,
  "pin_count": 37,
  "synth.ff_latch_count": 54,
  "worstPathMaxFanout": 32
}
stage by stage:
| stage | worst slack [ps] | instances | utilization (%) |
|---|---|---|---|
| after floorplan | 6220 | 227 | - |
| after global placement | 6520 | 327 | 48.7 |
| after detailed placement | 6500 | 327 | 48.7 |
| after CTS | 6830 | 335 | 50.1 |
| after global routing | 6760 | 335 | 50.1 |
| final | 6850 | 335 | 50.1 |
logic make-up after synthesis:
family,after synthesis,share of synthesized area (%)
adders and majority gates,4,1.81
muxes,9,3.31
buffers and inverters,28,4.76
AOI/OAI and AO/OA,12,3.27
and+or+nand+nor,90,18.9
xor gates and xnor gates,30,9.53
DFF,54,58.4
layout by cell type, fill, tap and decap left out, types with 3 or more instances in the layout:
cell,netlist,layout
nand4_1,5,5
nand2_1,11,11
nor2_1,20,20
xnor2_1,9,9
nor3_1,8,8
buf_4,0,3
clkdlybuf4s50_1,0,36
ha_1,4,4
clkbuf_8,0,5
and4_1,4,4
inv_1,12,12
o21ai_0,4,4
mux2i_1,8,8
and2_1,3,3
nor4_1,15,15
edfxtp_1,53,53
nand3_1,12,12
xor2_1,21,21
worst max-delay path by stage:
stage	depth (start not counted)	end	start
after global routing	4	counter[20]	tx_ready
final	4	counter[13]	tx_ready
after CTS	4	counter[20]	tx_ready
worst max-delay path: cells and delay by family:
kind / cells / cell delay, ps
buf+inv: 3 / 1000
compound gates: 1 / 190
per-layer routing:
layer	share of wire, %	GRT usage, %	vias to the layer above
li1	-	-	887
met1	50	26.5	840
met2	42	21.0	46
met3	6.1	2.86	10
met4	1.9	2.62	0
met5	0	0	-
cell type report:
type / instances / area, µm²
multi-input combinational: 145 / 1030
clock inverter: 3 / 23.8
inverter: 12 / 45.0
tap: 77 / 96.3
fill: 581 / 3240
sequential: 54 / 1610
clock buffer: 5 / 68.8
timing repair buffer: 39 / 383
power groups by stage:
stage	Combinational (W)	Clock, W	Sequential (W)
after CTS	0.0000306	0.000128	0.000260
after global routing	0.0000335	0.000137	0.000262
final	0.0000301	0.000124	0.000260
sequential cells by signal, indices dropped and copies added, names as in the netlist:
signal        flops
counter          32
wait_counter      2
start_tx          1
ram_addr         10
tx_data           8
is_high_byte      1
Power and IR drop assume default switching activity.
